## /design/flow/run.sh

```bash
#!/bin/bash
# OpenROAD 26Q1-2900-gdf79404cd8, Yosys 0.63+post, stock flow scripts
make -C /OpenROAD-flow-scripts/flow DESIGN_CONFIG=/design/flow/config.mk WORK_HOME=/design/flow/orfs finish
```

## /design/flow/design.v

```verilog
module ID_EX_reg (RegWrite, MemtoReg, MemWrite, MemRead,ALUSrc, ALUOp, RegDst, PCplus4 ,ReadData1_in ,ReadData2_in,SignExtendResult_in 
		,regAddresss_in ,PCplus4out ,ReadData1_out ,ReadData2_out ,SignExtendResult_out ,rsOut ,rtOut ,rdOut, RegWriteOut
		,MemtoRegOut,MemWriteOut, MemReadOut,ALUSrcOut, ALUOpOut, RegDstOut,clk);
  input wire RegWrite, MemtoReg;
  input wire MemWrite, MemRead; 
  input wire ALUSrc, RegDst;
  input wire [3:0] ALUOp;
  output reg RegWriteOut, MemtoRegOut;
  output reg MemWriteOut, MemReadOut;
  output reg ALUSrcOut, RegDstOut;
  output reg [3:0] ALUOpOut;
  input wire [31:0] PCplus4 ,ReadData1_in ,ReadData2_in ,SignExtendResult_in;
  input wire [14:0] regAddresss_in;
  input wire clk;
  output reg [31:0] PCplus4out ,ReadData1_out ,ReadData2_out ,SignExtendResult_out;
  output reg [4:0] rsOut ,rtOut ,rdOut;
  always @(posedge clk)
    begin
      PCplus4out <= PCplus4;
      ReadData1_out <= ReadData1_in;
      ReadData2_out <= ReadData2_in;
      SignExtendResult_out <= SignExtendResult_in;
      rsOut <= regAddresss_in[14:10];
      rtOut <= regAddresss_in[9:5];
      rdOut <= regAddresss_in[4:0];
      RegWriteOut <= RegWrite;
      MemtoRegOut <= MemtoReg;
      MemWriteOut <= MemWrite;
      MemReadOut <= MemRead;
      ALUSrcOut <= ALUSrc;
      ALUOpOut <= ALUOp;
      RegDstOut <= RegDst;
    end
endmodule
```

## /design/flow/constraint.sdc

```tcl
current_design ID_EX_reg

set clk_period 1.0
set clk_io_pct 0.2

create_clock -name clk0 -period $clk_period [get_ports {clk}]

set non_clock_inputs [all_inputs -no_clocks]
set_input_delay [expr $clk_period * $clk_io_pct] -clock clk0 $non_clock_inputs
set_output_delay [expr $clk_period * $clk_io_pct] -clock clk0 [all_outputs]
```

## /design/flow/config.mk

```make
export PLATFORM = sky130hd
export DESIGN_NAME = ID_EX_reg
export DESIGN_NICKNAME = ID_EX_reg
export VERILOG_FILES = /design/flow/design.v
export SDC_FILE = /design/flow/constraint.sdc
export NUM_CORES = 4
export LEC_CHECK = 1
export CORE_AREA = 10 10 186 186
export DIE_AREA = 0 0 196 196
```

==> results.cfg <==
; physical design summary
[status]
run_status = finished, violations left
violations = setup timing

[synthesis]
syn_area_per_cell_sq_um = 20.0
synth_cells = 153
yosysChipArea_sq_um = 3060
numSynthFlops = 153
ys_seq_share_pct = 100
ys_cells = 153
synth_warnings = 1
synth_area_sq_um = 3060
ys_types = 1

[place]
hpwl_um = 10400
gp_congestion = 0.791
place_area_sq_um = 6630
port_buffers = 306

[worst_hold_path]
holdCritStartpoint = ReadData1_in[20]
hold_end = ReadData1_out[20]
hold_class = input port to flop
hold_depth = 1

[power]
switchingPower_uw = 2880
combinationalPowerShare_pct = 6.5
p_int_uw = 10900
p_leak_uw = 0.00279
power_density_nw_per_um2 = 2120
clkPwrFrac_pct = 46.5
peakVddDrop_uv = 1040
p_sw_share_pct = 20.8
share_seq_of_total_power_pct = 47.1

[run]
warnings = 27
drv_cap = 0

[grt]
grt_pass1_vias = 2411
antenna_found_initial = 0
overflow = 0
gr-usage-all-layers_pct = 6.28
grt_max_degree = 17
grt_pass1_wl_um = 17700

[route]
wirelength_um = 12700
drt_iter0_drc = 71
viasPerCell = 2.57
dr.pass1.iters = 3
vias = 2281
wl_per_cell_um = 14.4
diodes = 0
drc = 0
final_antenna_net_count = 0

[setup_path]
cp-end-kind = output port
slowest_stage = dfxtp_2
cp.required_ps = 800
crit_buf_inv = 1
arrival_ps = 880
crit_path_max_fanout = 1
path_class = flop to output port
cp-start-kind = flop
worst_path_dominant_cell_family = flip-flops
cp_slowest_stage_delay_ps = 330
crit_chain = buf_6

[clocking]
cts_num_sinks = 153
clk_pin_slew_ps = 70
cts_buffer_depth = 2
cts_root_buf = clkbuf_16
cts_max_level = 4
cts_buffers = 17
cts-hold-fix-buffers = 0
cts_tree = done

[floorplan]
die_h_um = 196
die-width_um = 196
core_area_sq_um = 30600
num_rows = 64
ios = 307
chip_area_sq_um = 38400
initial_utilization_pct = 10.0

[cells_and_area]
final_common_cell = clkdlybuf4s50_1
final_cell_mix = clkdlybuf4s50_1 (153), buf_2 (146), dfxtp_1 (128)
post-route-util_pct = 21.3
logic_gate_count = 0
final_cell_area_sq_um = 6530
logic_area_sq_um = 0
area_growth_pct = 113
final_layout_size_suffix_gt1_share_pct = 42.5

[final_timing]
max_freq_mhz = 926
finalSetupViolCount = 153
grt_setup_unrepaired = true
setup_slack_ps = -80.4
fin_setup_tns_ps = -4780
finalClockPeriodUsage_pct = 108
finalMaxSlewViolations = 0
layout_min_cycle_time_ps = 1080
worst_pin_slew_ps = 197
slew_headroom_pct = 86.9
hold_viol = 0
-- power by group through the flow --
| stage | Clock, uW | Sequential (uW) | Combinational (uW) |
|---|---|---|---|
| after CTS | 6730 | 6500 | 923 |
| after global routing | 7000 | 6530 | 968 |
| final | 6420 | 6500 | 893 |
-- final cells by class --
| class | instances | area, sq um |
|---|---|---|
| Clock buffer | 20 | 447 |
| Clock inverter | 12 | 141 |
| Fill cell | 3315 | 24100 |
| Sequential cell | 153 | 3090 |
| Tap cell | 396 | 495 |
| Timing Repair Buffer | 307 | 2350 |
-- synthesized netlist by cell type --
cell / count / share of area (%)
dfxtp_1: 153 / 100
-- timing repair --
| item | in CTS | in global routing |
|---|---|---|
| endpoints found under the setup margin | 153 | 153 |
| setup buffers | 0 | 0 |
| gates cloned | 0 | 0 |
| gates resized | 511 | 15 |
-- state kept, by name, summed over array words and instances (netlist names) --
register	cells
PCplus4out	32
ReadData1_out	32
MemWriteOut	1
rdOut	5
rsOut	5
ReadData2_out	32
ALUOpOut	4
SignExtendResult_out	32
MemReadOut	1
rtOut	5
RegWriteOut	1
RegDstOut	1
ALUSrcOut	1
MemtoRegOut	1
-- routing by layer --
layer / vias to the layer above / GRT usage, % / part of all wire (%)
li1: 1126 / - / -
met1: 1040 / 6.61 / 35
met2: 103 / 11.4 / 55
met3: 12 / 2.63 / 7.6
met4: 0 / 1.33 / 2.3
met5: - / 0 / 0
-- how the worst max path moves through the flow --
stage / startpoint / to / slack, ps / cells past startpoint
after CTS: ReadData1_out[17] / ReadData1_out[17] / -120 / 1
after global routing: ReadData1_out[17] / ReadData1_out[17] / -140 / 1
final: ReadData1_out[17] / ReadData1_out[17] / -80 / 1
-- metrics by stage --
step	std cells	power, uW	hold slack (ps)	worst slack [ps]
after floorplan	153	6550	228	538
after global routing	888	14500	151	-139
final	888	13800	194	-80.4
after CTS	888	14200	160	-125
after global placement	856	7840	649	-96.4
after detailed placement	856	7850	652	-90.0
-- cells by family after synthesis --
| family | count (synthesis) | share of synthesized area (%) |
|---|---|---|
| DFF | 153 | 100 |
Power is estimated from default activity; no workload was simulated.
